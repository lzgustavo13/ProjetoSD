**design/flow/design.v**
```verilog
module projeto2sd(
	input [7:0] a, b,
	input s_a, s_b,
	input clk,
	input btn,
	input btn2,
	input btn3,
	input btn4,
	output reg [7:0] data,
	output reg EN, RS, RW
);
parameter ONEMS = 50000, HALFMS = 25000;
parameter WRITE = 1'b0, WAIT = 1'b1;
reg [31:0] counter = 32'b0;
reg state = WRITE;
reg [17:0] new_a, new_b;
parameter END = 6'd63;
reg [5:0] instructions = 6'b0;
reg [1:0] button_state = 2'b00;
reg display_enable = 1;
reg [16:0] res;
reg s_res;
reg [16:0]unidade, dezena, centena, milhar, dezenaM;
reg [7:0]unidadeA, dezenaA, centenaA;
reg [7:0]unidadeB, dezenaB, centenaB;	
reg ligado = 0;
initial begin
    data = 8'b0;
    EN = 1'b1;
    RS = 1'b0;
    RW = 1'b0;
end
reg btnstate;
always @(posedge clk) begin
	btnstate <= btn;
	if(button_state == 2'b01 && instructions == END)begin
		instructions <= 6'b0;
	end
	else if(button_state == 2'b10 && instructions == END || !btn2 && ligado) begin
		instructions <= 6'b0;
		new_a = s_a ? -a : a;
		new_b = s_b ? -b : b;
		{s_res, res} = new_a * new_b;
		res = s_res ? -res : res;
		button_state <= 2'b10;
		instructions <= 6'b0;
	end
	else if(button_state == 2'b11 && instructions == END || !btn3 && ligado) begin
		instructions <= 6'b0;
		new_a = s_a ? -a : a;
		new_b = s_b ? -b : b;
		{s_res, res} = new_a - new_b;
		res = s_res ? -res : res;
		button_state <= 2'b11;
		instructions <= 6'b0;
	end
	else if(button_state == 2'b00 && instructions == END || !btn4 && ligado) begin
		instructions <= 6'b0;
		new_a = s_a ? -a : a;
		new_b = s_b ? -b : b;
		{s_res, res} = new_a + new_b;
		res = s_res ? -res : res;
		button_state <= 2'b00;
		instructions <= 6'b0;
	end
	if (btn && ~btnstate) begin
		if(display_enable == 1)begin
			display_enable <= 0;
			ligado <= 0;
		end
		else begin
			display_enable <= 1;
			ligado <= 1;
		end
		button_state <= 2'b01;
		instructions <= 6'b0;
	end
	case (state)
		WRITE: begin
		if (counter == ONEMS) begin
			state <= WAIT;
			counter <= 32'b0;
			EN <= 1'b0;
		end
		else begin
			counter <= counter + 1;
		end
		end
		WAIT: begin
			if (counter == HALFMS) begin 
				state <= WRITE;
				counter <= 32'b0;
				EN <= 1'b1;
			if (instructions != END) begin
				instructions <= instructions + 1;
			end
		end
		else begin
		counter <= counter + 1;
		end
		end
	endcase
end
always @(*) begin
		unidade = (res) % 10;
		dezena = (res/10) % 10;
		centena = (res/100) % 10;
		milhar = (res/1000) % 10;
		dezenaM = (res/10000) % 10;
		unidadeA = (a) % 10;
		dezenaA = (a/10) % 10;
		centenaA = (a/100) % 10;
		unidadeB = (b) % 10;
		dezenaB = (b/10) % 10;
		centenaB = (b/100) % 10;
		case(unidadeA)
			0: begin unidadeA = 8'h30; end
			1:	begin	unidadeA = 8'h31; end
			2:	begin	unidadeA = 8'h32; end
			3:	begin	unidadeA = 8'h33; end
			4:	begin	unidadeA = 8'h34; end
			5:	begin	unidadeA = 8'h35; end
			6:	begin	unidadeA = 8'h36; end
			7:	begin	unidadeA = 8'h37; end
			8:	begin	unidadeA = 8'h38; end
			9:	begin	unidadeA = 8'h39; end
			default: begin unidadeA = 8'h00; end
		endcase
		case(dezenaA)
			0: begin dezenaA = 8'h30; end
			1:	begin	dezenaA = 8'h31; end
			2:	begin	dezenaA = 8'h32; end
			3:	begin	dezenaA = 8'h33; end
			4:	begin	dezenaA = 8'h34; end
			5:	begin	dezenaA = 8'h35; end
			6:	begin	dezenaA = 8'h36; end
			7:	begin	dezenaA = 8'h37; end
			8:	begin	dezenaA = 8'h38; end
			9:	begin	dezenaA = 8'h39; end
			default: begin dezenaA = 8'h00; end
		endcase
		case(centenaA)
			0: begin centenaA = 8'h30; end
			1:	begin	centenaA = 8'h31; end
			2:	begin	centenaA = 8'h32; end
			3:	begin	centenaA = 8'h33; end
			4:	begin	centenaA = 8'h34; end
			5:	begin	centenaA = 8'h35; end
			6:	begin	centenaA = 8'h36; end
			7:	begin	centenaA = 8'h37; end
			8:	begin	centenaA = 8'h38; end
			9:	begin	centenaA = 8'h39; end
			default: begin centenaA = 8'h00; end
		endcase
		case(unidadeB)
			0: begin unidadeB = 8'h30; end
			1:	begin	unidadeB = 8'h31; end
			2:	begin	unidadeB = 8'h32; end
			3:	begin	unidadeB = 8'h33; end
			4:	begin	unidadeB = 8'h34; end
			5:	begin	unidadeB = 8'h35; end
			6:	begin	unidadeB = 8'h36; end
			7:	begin	unidadeB = 8'h37; end
			8:	begin	unidadeB = 8'h38; end
			9:	begin	unidadeB = 8'h39; end
			default: begin unidadeB = 8'h00; end
		endcase
		case(dezenaB)
			0: begin dezenaB = 8'h30; end
			1:	begin	dezenaB = 8'h31; end
			2:	begin	dezenaB = 8'h32; end
			3:	begin	dezenaB = 8'h33; end
			4:	begin	dezenaB = 8'h34; end
			5:	begin	dezenaB = 8'h35; end
			6:	begin	dezenaB = 8'h36; end
			7:	begin	dezenaB = 8'h37; end
			8:	begin	dezenaB = 8'h38; end
			9:	begin	dezenaB = 8'h39; end
			default: begin dezenaB = 8'h00; end
		endcase
		case(centenaB)
			0: begin centenaB = 8'h30; end
			1:	begin	centenaB = 8'h31; end
			2:	begin	centenaB = 8'h32; end
			3:	begin	centenaB = 8'h33; end
			4:	begin	centenaB = 8'h34; end
			5:	begin	centenaB = 8'h35; end
			6:	begin	centenaB = 8'h36; end
			7:	begin	centenaB = 8'h37; end
			8:	begin	centenaB = 8'h38; end
			9:	begin	centenaB = 8'h39; end
			default: begin centenaB = 8'h00; end
		endcase
		case(unidade)
			0: begin unidade = 17'h30; end
			1:	begin	unidade = 17'h31; end
			2:	begin	unidade = 17'h32; end
			3:	begin	unidade = 17'h33; end
			4:	begin	unidade = 17'h34; end
			5:	begin	unidade = 17'h35; end
			6:	begin	unidade = 17'h36; end
			7:	begin	unidade = 17'h37; end
			8:	begin	unidade = 17'h38; end
			9:	begin	unidade = 17'h39; end
			default: begin unidade = 17'h00; end
		endcase
		case(dezena)
			0: begin dezena = 17'h30; end
			1:	begin	dezena = 17'h31; end
			2:	begin	dezena = 17'h32; end
			3:	begin	dezena = 17'h33; end
			4:	begin	dezena = 17'h34; end
			5:	begin	dezena = 17'h35; end
			6:	begin	dezena = 17'h36; end
			7:	begin	dezena = 17'h37; end
			8:	begin	dezena = 17'h38; end
			9:	begin	dezena = 17'h39; end
			default: begin dezena = 17'h00; end
		endcase
		case(centena)
			0: begin centena = 17'h30; end
			1:	begin	centena = 17'h31; end
			2:	begin	centena = 17'h32; end
			3:	begin	centena = 17'h33; end
			4:	begin	centena = 17'h34; end
			5:	begin	centena = 17'h35; end
			6:	begin	centena = 17'h36; end
			7:	begin	centena = 17'h37; end
			8:	begin	centena = 17'h38; end
			9:	begin	centena = 17'h39; end
			default: begin centena = 17'h00; end
		endcase
		case(milhar)
			0: begin milhar = 17'h30; end
			1:	begin	milhar = 17'h31; end
			2:	begin	milhar = 17'h32; end
			3:	begin	milhar = 17'h33; end
			4:	begin	milhar = 17'h34; end
			5:	begin	milhar = 17'h35; end
			6:	begin	milhar = 17'h36; end
			7:	begin	milhar = 17'h37; end
			8:	begin	milhar = 17'h38; end
			9:	begin	milhar = 17'h39; end
			default: begin milhar = 17'h00; end
		endcase
		case(dezenaM)
			0: begin dezenaM = 17'h30; end
			1:	begin	dezenaM = 17'h31; end
			2:	begin	dezenaM = 17'h32; end
			3:	begin	dezenaM = 17'h33; end
			4:	begin	dezenaM = 17'h34; end
			5:	begin	dezenaM = 17'h35; end
			6:	begin	dezenaM = 17'h36; end
			7:	begin	dezenaM = 17'h37; end
			8:	begin	dezenaM = 17'h38; end
			9:	begin	dezenaM = 17'h39; end
			default: begin dezenaM = 17'h00; end
		endcase
	if (display_enable) begin
		case (button_state)
			2'b01: begin
			case (instructions)
			6'b000000: begin data = 8'b10000000; RS = 1'b0; end
			6'b000001: begin data = 8'b10000000; RS = 1'b0; end  
			6'b000010: begin data = 8'b00111000; RS = 1'b0; end  
			6'b000011: begin data = 8'b00001100; RS = 1'b0; end  
			6'b000100: begin if(s_a == 1) begin data = 8'h2D; RS = 1'b1; end else begin data = 8'h2B; RS = 1'b1; end end
			6'b000101: begin data = centenaA; RS = 1'b1; end 
			6'b000110: begin data = dezenaA; RS = 1'b1; end 
			6'b000111: begin data = unidadeA; RS = 1'b1; end 
			6'b001000: begin data = 8'h20; RS = 1'b1; end    
			6'b001001: begin data = 8'h20; RS = 1'b1; end    
			6'b001010: begin data = 8'b10001100; RS = 1'b0; end
			6'b001011: begin if(s_b == 1) begin data = 8'h2D; RS = 1'b1; end else begin data = 8'h2B; RS = 1'b1; end end
			6'b001100: begin data = centenaB; RS = 1'b1; end 
			6'b001101: begin data = dezenaB; RS = 1'b1; end 
			6'b001110: begin data = unidadeB; RS = 1'b1; end
			default: begin data = 8'b10000000; RS = 1'b0; end  
			endcase
			end
			2'b10: begin
			case (instructions)
			6'b000000: begin data = 8'b10000000; RS = 1'b0; end
			6'b000001: begin data = 8'b10000000; RS = 1'b0; end  
			6'b000010: begin data = 8'b00111000; RS = 1'b0; end  
			6'b000011: begin data = 8'b00001100; RS = 1'b0; end  
			6'b000100: begin if(s_a == 1) begin data = 8'h2D; RS = 1'b1; end else begin data = 8'h2B; RS = 1'b1; end end
			6'b000101: begin data = centenaA; RS = 1'b1; end 
			6'b000110: begin data = dezenaA; RS = 1'b1; end 
			6'b000111: begin data = unidadeA; RS = 1'b1; end 
			6'b001000: begin data = 8'b10001000; RS = 1'b0; end
			6'b001001: begin data = 8'h58; RS = 1'b1; end  
			6'b001010: begin data = 8'b10001100; RS = 1'b0; end
			6'b001011: begin if(s_b == 1) begin data = 8'h2D; RS = 1'b1; end else begin data = 8'h2B; RS = 1'b1; end end
			6'b001100: begin data = centenaB; RS = 1'b1; end 
			6'b001101: begin data = dezenaB; RS = 1'b1; end 
			6'b001110: begin data = unidadeB; RS = 1'b1; end
			6'b001111: begin data = 8'b11000000; RS = 1'b0; end  
			6'b010000: begin if(s_res == 1) begin data = 8'h2D; RS = 1'b1; end else begin data = 8'h2B; RS = 1'b1; end end
			6'b010001: begin data = dezenaM; RS = 1'b1; end 
			6'b010010: begin data = milhar; RS = 1'b1; end 
			6'b010011: begin data = centena; RS = 1'b1; end
			6'b010100: begin data = dezena; RS = 1'b1; end
			6'b010101: begin data = unidade; RS = 1'b1; end
			default: begin data = 8'b10000000; RS = 1'b0; end  
			endcase
			end
			2'b11: begin
			case (instructions)
			6'b000000: begin data = 8'b10000000; RS = 1'b0; end
			6'b000001: begin data = 8'b10000000; RS = 1'b0; end  
			6'b000010: begin data = 8'b00111000; RS = 1'b0; end
			6'b000011: begin data = 8'b00001100; RS = 1'b0; end
			6'b000100: begin if(s_a == 1) begin data = 8'h2D; RS = 1'b1; end else begin data = 8'h2B; RS = 1'b1; end end
			6'b000101: begin data = centenaA; RS = 1'b1; end 
			6'b000110: begin data = dezenaA; RS = 1'b1; end 
			6'b000111: begin data = unidadeA; RS = 1'b1; end 
			6'b001000: begin data = 8'b10001000; RS = 1'b0; end
			6'b001001: begin data = 8'h2D; RS = 1'b1; end  
			6'b001010: begin data = 8'b10001100; RS = 1'b0; end
			6'b001011: begin if(s_b == 1) begin data = 8'h2D; RS = 1'b1; end else begin data = 8'h2B; RS = 1'b1; end end
			6'b001100: begin data = centenaB; RS = 1'b1; end 
			6'b001101: begin data = dezenaB; RS = 1'b1; end 
			6'b001110: begin data = unidadeB; RS = 1'b1; end
			6'b001111: begin data = 8'b11000000; RS = 1'b0; end  
			6'b010000: begin if(s_res == 1) begin data = 8'h2D; RS = 1'b1; end else begin data = 8'h2B; RS = 1'b1; end end
			6'b010001: begin data = dezenaM; RS = 1'b1; end 
			6'b010010: begin data = milhar; RS = 1'b1; end 
			6'b010011: begin data = centena; RS = 1'b1; end
			6'b010100: begin data = dezena; RS = 1'b1; end
			6'b010101: begin data = unidade; RS = 1'b1; end
			default: begin data = 8'b10000000; RS = 1'b0; end  
			endcase
			end
			2'b00: begin
			case (instructions)
			6'b000000: begin data = 8'b10000000; RS = 1'b0; end
			6'b000001: begin data = 8'b10000000; RS = 1'b0; end  
			6'b000010: begin data = 8'b00111000; RS = 1'b0; end  
			6'b000011: begin data = 8'b00001100; RS = 1'b0; end  
			6'b000100: begin if(s_a == 1) begin data = 8'h2D; RS = 1'b1; end else begin data = 8'h2B; RS = 1'b1; end end
			6'b000101: begin data = centenaA; RS = 1'b1; end 
			6'b000110: begin data = dezenaA; RS = 1'b1; end 
			6'b000111: begin data = unidadeA; RS = 1'b1; end 
			6'b001000: begin data = 8'b10001000; RS = 1'b0; end
			6'b001001: begin data = 8'h2B; RS = 1'b1; end  
			6'b001010: begin data = 8'b10001100; RS = 1'b0; end
			6'b001011: begin if(s_b == 1) begin data = 8'h2D; RS = 1'b1; end else begin data = 8'h2B; RS = 1'b1; end end
			6'b001100: begin data = centenaB; RS = 1'b1; end 
			6'b001101: begin data = dezenaB; RS = 1'b1; end 
			6'b001110: begin data = unidadeB; RS = 1'b1; end
			6'b001111: begin data = 8'b11000000; RS = 1'b0; end  
			6'b010000: begin if(s_res == 1) begin data = 8'h2D; RS = 1'b1; end else begin data = 8'h2B; RS = 1'b1; end end
			6'b010001: begin data = dezenaM; RS = 1'b1; end 
			6'b010010: begin data = milhar; RS = 1'b1; end 
			6'b010011: begin data = centena; RS = 1'b1; end
			6'b010100: begin data = dezena; RS = 1'b1; end
			6'b010101: begin data = unidade; RS = 1'b1; end
			default: begin data = 8'b10000000; RS = 1'b0; end  
			endcase
			end
		default: begin data = 8'b10000000; RS = 1'b0; end  
		endcase
	end
else begin
	case (instructions)
		6'b000000: begin data = 8'b00000001; RS = 1'b0; end  
		6'b000001: begin data = 8'b10000000; RS = 1'b0; end  
		default: begin data = 8'b00000001; RS = 1'b0; end  
	endcase
end
end
endmodule
```
**design/flow/run.sh**
```bash
#!/bin/bash
# OpenROAD 26Q1-2900-gdf79404cd8, Yosys 0.63+post, stock flow scripts
make -C /OpenROAD-flow-scripts/flow DESIGN_CONFIG=/design/flow/config.mk WORK_HOME=/design/flow/orfs finish
```
**design/flow/config.mk**
```make
export PLATFORM = sky130hd
export DESIGN_NAME = projeto2sd
export DESIGN_NICKNAME = projeto2sd
export VERILOG_FILES = /design/flow/design.v
export SDC_FILE = /design/flow/constraint.sdc
export NUM_CORES = 4
export LEC_CHECK = 1
export CORE_UTILIZATION = 30
```
**design/flow/constraint.sdc**
```tcl
current_design projeto2sd

set clk_period 13.8
set clk_io_pct 0.2

create_clock -name clk0 -period $clk_period [get_ports {clk}]

set non_clock_inputs [all_inputs -no_clocks]
set_input_delay [expr $clk_period * $clk_io_pct] -clock clk0 $non_clock_inputs
set_output_delay [expr $clk_period * $clk_io_pct] -clock clk0 [all_outputs]
```
==> flow_summary.toml <==
# implementation run metrics
[outcome]
outcome = "finished clean"

[worst_setup_path]
cp_slowest_cell = "or4_1"
cp_num_cells = 34
crit_buf_inv = 6
required_ns = 11.04
critPathCaptureType = "output pin"
path_delay_family = "AND-OR/OR-AND gates"
reg2regPathDepth = 9
arrival_ns = 10.51
cp_max_fo = 9
max_stage_delay_ns = 0.58
path_class = "primary input to output pin"
start_kind = "primary input"

[timing]
whs_ns = 0.470
worstMarginPinSlew_ns = 0.851
skew_ns = 0.00795
relSlewSlack_pct = 42.5
fmax_mhz = 75.4
fin_tns_setup_ns = 0
finalSetupViolations = 0
period_used_pct = 96.1
hold_viol = 0
period_minus_slack_ns = 13.27
slew_violations = 0

[detailed_routing]
routed_wl_um = 68200
antenna-diode-count = 0
vias_per_cell = 5.49
drtIter0Drc = 2003
drtAntennaViolNets = 0
dr.pass1.iters = 6
vias = 23300
route.detailed.drc = 0
post_drt_wl_per_cell_um = 16.1

[floorplan]
die_y_um = 278
ioPinCount = 34
rows = 100
core_util_floorplan_pct = 30.5
fp.coreArea_mm2 = 0.0751
die_w_um = 278
die_area_mm2 = 0.0775

[global_route]
antenna_found_initial = 0
first_global_vias = 21400
grt_use_total_pct = 17.6
gr-total-overflow = 0
grt_pass1_wl_um = 111000
grt_max_degree = 53

[logic_synthesis]
ys.flop_type = "dfxtp_1"
ys_seq_share_pct = 6.42
ys_area_mm2 = 0.0229
common_cells = "nor2_1 (362), nand2_1 (326), inv_1 (271)"
synth.most_common_cell = "nor2_1"
synthArstFlopShare_pct = 0
avgSynthCellArea_um2 = 6.97
top_area_cell = "fa_1"
edf_count = 21
yosysUniqueCellTypes = 120
ys.flops = 63
yosysTopAreaCellShare_pct = 9.69
yosys_warnings = 1
syn_inst = 3289
ys_cells = 3289
syn_area_mm2 = 0.0229
topCellsByArea = "fa_1 (9.7%), xnor2_1 (7.9%), ha_1 (7.6%), nor2_1 (5.9%), nand2_1 (5.3%)"

[cts]
cts_buffers = 9
clock_latency_ns = 0.33
cts.clk_slew.worst_paths_ns = 0.06
clockBufferDepth = 2
clock_sinks = 63
tritoncts = "yes"
clock-root-buffer = "clkbuf_16"
htree_levels = 3

[finish]
drive_gt1_share_pct = 8.51
syn_to_final_growth_pct = 9.61
nFillCells = 7953

[placed_design]
io_buffer_count = 32
hpwl_um = 53800
routabilityCongestion = 0.959

[job]
cap_violations = 0
warnings = 65

[hold_path]
hold_class = "flip-flop to flip-flop"
holdPathStages = 1
cells in the final DEF, fill, tap and decap left out, types with 19 or more instances in the layout:
master             n
nor2_1           361
nand2_1          326
inv_1            271
a21oi_1          205
xnor2_1          203
o21ai_0          172
ha_1             139
buf_4            115
fa_1             111
nand3_1          101
nor3_1            95
xor2_1            55
nand2b_1          48
and3_1            42
dfxtp_1           42
o211ai_1          41
a211oi_1          41
a31oi_1           40
nor2b_1           34
o21bai_1          34
clkdlybuf4s50_1   32
mux2i_1           31
nand4_1           31
and2_1            28
o21ai_1           23
o31ai_1           23
nor4_1            23
or3_1             22
edfxtp_1          21
o21a_1            21
o22ai_1           21
o2111ai_1         20
a21boi_0          19
worst register-to-register path, delay by kind of cell, from the launching register on:
family / cells / cell delay (ns)
flops: 1 / 0.82
simple gates: 4 / 0.96
buf+inv: 2 / 0.59
compound gates: 3 / 0.28
state kept, by name (all words and copies together) (netlist names):
register / flops
ligado: 1
res: 17
state: 1
counter: 32
display_enable: 1
s_res: 1
btnstate: 1
button_state: 2
EN: 1
instructions: 6
logic make-up after synthesis:
group           count (synthesis)  synth area share [%]
other cells                     1                0.0164
buf+inv                       464                  8.01
xor+xnor                      263                  10.1
fa+ha+maj                     261                  17.8
flops                          63                  6.42
mux                            45                  2.04
simple gates                 1238                  26.3
compound gates                954                  29.3
per-layer routing:
metal	global-route usage (%)	wire, µm	up-vias
met3	2.78	4130	73
met1	26.3	32700	10800
met2	27.1	30300	662
met4	3.09	1130	0
li1	-	-	11800
met5	0.125	0	-
cell type report:
class,count,area [µm²],area share [%]
well taps,969,1210,4.83
multi-input cells,2762,19800,78.8
clock buffers,10,250,0.996
repair buffers,151,1250,4.96
flip-flops and latches,63,1470,5.86
inverters,285,1080,4.28
clock inverters,6,72.6,0.289
stage by stage:
stage | cell area, µm² | setup WS [ns] | util [%] | cells
2_1_floorplan | 22900 | 0.909 | - | 3289
3_3_place_gp | 24600 | 0.130 | 32.7 | 4223
3_5_place_dp | 24600 | -0.0435 | 32.7 | 4223
4_1_cts | 24900 | 0.0389 | 33.2 | 4239
5_1_grt | 25100 | -0.0239 | 33.5 | 4246
6_report | 25100 | 0.532 | 33.5 | 4246
worst paths after layout:
path,from,slack (ns),to
min,counter[31],0.47,counter[31]
max,a[6],0.53,data[4]
max reg2reg,instructions[2],10.83,res[4]
min reg2reg,counter[31],0.47,counter[31]
repair_timing:
action                     CTS  global route
resized                      1            43
pin swaps                    0             6
setup buffers                0             7
hold buffers                 0             0
setup endpoints to repair    4             6
